## design/flow/constraint.sdc

```tcl
current_design Divider

set clk_period 12.7
set clk_io_pct 0.2

create_clock -name clk0 -period $clk_period [get_ports {clock}]

set non_clock_inputs [all_inputs -no_clocks]
set_input_delay [expr $clk_period * $clk_io_pct] -clock clk0 $non_clock_inputs
set_output_delay [expr $clk_period * $clk_io_pct] -clock clk0 [all_outputs]
```

## design/flow/config.mk

```make
export PLATFORM = sky130hd
export DESIGN_NAME = Divider
export DESIGN_NICKNAME = Divider
export VERILOG_FILES = /design/flow/design.v
export SDC_FILE = /design/flow/constraint.sdc
export NUM_CORES = 4
export LEC_CHECK = 1
export CORE_UTILIZATION = 40
```

## design/flow/design.v

```verilog
module Adder(divisor,dividend,carry,difference); 
parameter divisorBITS=8; 
parameter dividendBITS=16;
parameter addBITS=divisorBITS+dividendBITS-1;
input [addBITS-1:0] divisor;
input [addBITS-1:0] dividend;
wire [addBITS-1:0] divisorinv;
output carry;
output [addBITS-1:0] difference;
assign divisorinv=~divisor; 
assign {carry,difference} = dividend+divisorinv+1'b1; 
endmodule 
module Divider(divisor,dividend,quotient_final,remainder,clock);
parameter divisorBITS=8;
parameter dividendBITS=16;
parameter addBITS=divisorBITS+dividendBITS-1;
input clock;
input [divisorBITS-1:0] divisor;
input [dividendBITS-1:0] dividend;
output [dividendBITS-1:0]quotient_final;
wire [dividendBITS-1:0]quotient[dividendBITS-1:0];
wire [dividendBITS-1:0]quotient_temp[dividendBITS-1:0];
output [addBITS-1:0]remainder;
wire [addBITS-1:0] difference[dividendBITS-1:0];
genvar i;
wire [addBITS-1:0] divisor_int [dividendBITS-1:0];
wire [addBITS-1:0] dividend_int [dividendBITS-1:0];	
wire [addBITS-1:0] stage_divisor_int_out [dividendBITS-1:0];
wire [addBITS-1:0]register_dividend_int_out[dividendBITS-1:0];
wire [addBITS-1:0]register_divisor_int_out[dividendBITS-1:0];
wire [dividendBITS-1:0]register_quotient_int_out[dividendBITS-1:0];
wire [dividendBITS-1:0]stage_quotient_int_in[dividendBITS-1:0];
wire [dividendBITS-1:0]register_quotient_int_in[dividendBITS-1:0];
assign divisor_int[dividendBITS-1]=divisor;
assign dividend_int[dividendBITS-1]=dividend;
assign stage_quotient_int_in[dividendBITS-1] = 'b0;
Stage S1 (divisor_int[dividendBITS-1],dividend_int[dividendBITS-1],dividendBITS-1,stage_quotient_int_in[dividendBITS-1],quotient[dividendBITS-1],difference[dividendBITS-1],stage_divisor_int_out[dividendBITS-1]);  
Register R (stage_divisor_int_out[dividendBITS-1],difference[dividendBITS-1],quotient[dividendBITS-1],register_divisor_int_out[dividendBITS-1],register_dividend_int_out[dividendBITS-1],register_quotient_int_out[dividendBITS-1],clock); 
generate
for (i=dividendBITS-2;i>=0; i=i-1)
begin
Stage S (register_divisor_int_out[i+1],register_dividend_int_out[i+1],i,register_quotient_int_out[i+1],quotient[i],difference[i],stage_divisor_int_out[i]);  
Register R (stage_divisor_int_out[i],difference[i],quotient[i],register_divisor_int_out[i],register_dividend_int_out[i],register_quotient_int_out[i],clock);  
end
endgenerate 
assign quotient_final=register_quotient_int_out[0];  
assign remainder=register_dividend_int_out[0];  
endmodule
module Register(register_divisor_in,register_dividend_in,register_quotient_in,register_divisor_out,register_dividend_out,register_quotient_out,clock);
parameter divisorBITS=8;
parameter dividendBITS=16;
parameter addBITS=divisorBITS+dividendBITS-1;
input [addBITS-1:0]register_dividend_in;
input [addBITS-1:0]register_divisor_in;
input [dividendBITS-1:0]register_quotient_in;
input clock;
output reg [22:0]register_dividend_out;
output reg [22:0]register_divisor_out;
output reg[15:0] register_quotient_out;
always@(posedge clock)     
begin
register_dividend_out<=register_dividend_in; 
register_divisor_out<=register_divisor_in;
register_quotient_out<=register_quotient_in;
end
endmodule
module Shifter(divisor,shiftby,shiftedvalue);
parameter divisorBITS=8;
parameter dividendBITS=16;
parameter shiftBITS=divisorBITS+dividendBITS-1;
input [shiftBITS-1:0]divisor;
input [31:0]shiftby;
output [shiftBITS-1:0]shiftedvalue;
assign shiftedvalue=divisor<<shiftby; 
endmodule 
module Stage(divisor,dividend,shiftby,stage_quotient_in,quotient,difference,stage_divisor_out);
parameter divisorBITS=8;
parameter dividendBITS=16;
parameter addBITS=divisorBITS+dividendBITS-1;
input [addBITS-1:0]divisor;
input [addBITS-1:0]dividend;
input [addBITS+divisorBITS:0] shiftby;
input [dividendBITS-1:0]stage_quotient_in;
output [dividendBITS-1:0]quotient;
output [addBITS-1:0]stage_divisor_out;
output signed [addBITS-1:0] difference;
wire [addBITS-1:0] difference1;
wire [addBITS-1:0] shiftedvalue;
wire carry;
Shifter S1 (divisor, shiftby,shiftedvalue); 
Adder A1(shiftedvalue,dividend,carry,difference1);
assign quotient=(carry==1'b1)? ((stage_quotient_in<<1)+1'b1):((stage_quotient_in<<1)+1'b0);
assign difference=(carry==1'b1)?difference1:dividend;	
assign stage_divisor_out=divisor; 
endmodule
```

## design/flow/run.sh

```bash
#!/bin/bash
# OpenROAD 26Q1-2900-gdf79404cd8, Yosys 0.63+post, stock flow scripts
make -C /OpenROAD-flow-scripts/flow DESIGN_CONFIG=/design/flow/config.mk WORK_HOME=/design/flow/orfs finish
```

==> run notes <==
Physical implementation

The flow ran to the end, and the final reports show no timing, DRC or antenna violations. Hold-check failures listed in the final report amount to 0. The clock reaches the later pin of the worst-skew pair after 0.58 ns. After its last routability iteration, the placer logged a weighted congestion of 0.878. Per the run summary, max-cap violations total 0. The number of buffers added on ports is 63.

Sequential cells were found to cover 56.9% of the synthesized design area. The transition time recorded at the tightest slew-check pin is 0.867 ns. Total power for the finished layout comes to 0.00635 W. Looking at the gate-level netlist, the highest instance count belongs to dfxtp_1. Clock-pin slew was measured on the worst setup and hold paths at 0.06 ns. After synthesis, the largest family of logic cells by area is simple AND/OR/NAND/NOR gates.

The share of synthesized registers carrying an async set or reset is 0%. The total setup violations reported at the end of the flow is 0. Per the synthesis report, the simple-gate share of the synthesized area is 12.1%.

The data required time of the worst path is 10.16 ns. The floorplan report gives the top-level pin count as 64. The buffer type at the clock tree root is clkbuf_16. The number of H-tree levels is 3. After routing the design area is 25500 µm². The iteration tally of the first detailed-router pass is 4. Once the clock tree was built, the setup fixing pass inserted 0 buffers. The core area is approximately 54000 µm².

The library cell occupying the most area in the post-synthesis netlist is dfxtp_1. After layout, the minimum clock period comes to 3.89 ns. In the global route stage, met3 resource usage came out at 2.30%. The initialized floorplan defines 85 standard-cell rows.

Cells fill 47.2% of the core in the end. The synthesized-area fraction occupied by ao, oa, aoi and oai cells is 10.5%. STA reports the tightest min-delay check as being of type register to register. In this run, the synthesized area fraction spent on xor and xnor cells is recorded as under 10%. The area enclosed by the die boundary is 55800 µm².

The first-pass GRT wire length is 58300 µm. The remaining antenna violation count is 0. The cell area after synthesis is roughly 22000 µm². The post-route clock skew is ~0.026 ns. The met2 routing resource usage after global routing is between 20% and 30%.

In the synthesized netlist, the number of instances is 2030. Post-route period utilization is reported as 30.7%. Dividing the detail-routed wire length by the instance count gives 11.8 µm.

The layer with the highest usage after global routing is met2. The number of antenna violations at the first check in global routing is 0. In the synthesis report, Yosys lists the chip area as 21900 µm².

The leading register cell type out of synthesis is dfxtp_1. The count of inserted antenna diode cells is 0. Counting the warning lines in the Yosys log gives 2.

In the Yosys report the total cell count is 2030. The placed instances occupy a cell area of ~23000 µm². The static leakage power is 10.9 nW. The normalized max-slew margin is 42.1%. In the floorplan report the effective utilization is roughly two fifths. The number of different library cells used by synthesis comes to ~75. The final global-route overflow total is 0.

The post-synthesis register bit count is 624. After synthesis, the cell types taking the most area are dfxtp_1 57%, ha_1 7.0%, xnor2_1 3.2%, xor2_1 3.0%, inv_1 2.8%. The count of buffering cells on the critical path with inverters included is 1. The global routing report lists met1 layer usage as 16.3%.

Walking the worst path, the cells encountered are clkdlybuf4s50_1. Per the detail_route report, DRC violations left total 0. The cell resize tally after clock tree synthesis is 0. The post-detailed-routing wire length is 34000 µm. The area growth from synthesis to layout is 16.3%. The family of cells with the greatest summed delay on the critical path is buffers and inverters. STA classifies the critical path startpoint as a register. The arithmetic-cell share of the synthesized area counting full adders, half adders and majority gates is 8.32%. The critical path is of the register to primary output type. TritonCTS built the clock tree.

Of all nets on the critical path, the largest fanout is 1. The worst stage delay on the critical path is 0.47 ns. According to the dpl log, the detail-placed design has an HPWL of between 20000 and 25000 µm.

STA classifies the critical path endpoint as a primary output. The global-route usage over all layers is 12.7%. The final layout reports a setup TNS of 0 ns. Counting pins that exceed their max-slew limit in the final report gives 0. The maximum root-to-sink buffer count is 3. The detailed router finished its first iteration with ~420 violations. The mean instance size in the synthesized netlist is 10.8 µm². Setup repair after global routing left no endpoint under its margin. The number of clock buffers added by TritonCTS is 66. The height of the die is between 200 and 250 µm.

Yosys reports that the most numerous cell types are 624 x dfxtp_1, 163 x inv_1, 135 x nor2_1. The number of enable-type register cells in the synthesized netlist is 0. The final route contains 13588 vias. The power per standard cell area is 249 nW/µm². The mean number of vias per cell is 4.70. Counting every sink on the clock net gives 624. The logs give a warning total of 25. Entering global routing, the biggest net connects 22 pins. For this design, the slowest cell found on the critical path is clkdlybuf4s50_1. In this run, post-CTS hold repair placed 0 buffers. In this run the biggest area consumer among cell types represents 56.9% of the synthesized area. The post-route netlist has 8.26% of its cells at a drive strength greater than 1. The die boundary width is 236 µm. The multiplexer fraction of the synthesized cell area is 2.77%. The via count of the first global-routing pass was 13162.

At the worst endpoint, the arrival time is 1.35 ns. VDD sags by at most 0.110 mV. The highest clock rate is 0.257 GHz.
[final timing paths]
check	start	end	slack (ns)	depth (start not counted)
hold reg to reg	genblk1[8].R.register_dividend_out[5]	genblk1[7].R.register_dividend_out[5]	0.31	0
setup reg to reg	genblk1[5].R.register_divisor_out[1]	genblk1[4].R.register_dividend_out[7]	9.91	8
setup / recovery	genblk1[0].R.register_quotient_out[5]	quotient_final[5]	8.81	1
hold / removal	genblk1[8].R.register_dividend_out[5]	genblk1[7].R.register_dividend_out[5]	0.31	0
[worst register-to-register path, delay by kind of cell (launching register included)]
kind                     cells  cell delay [ns]
AND-OR/OR-AND                3             0.97
AND/OR/NAND/NOR              2             0.82
adder cells (fa/ha/maj)      1             0.26
flip-flops                   1             0.32
buffers and inverters        2             0.31
[sequential cells by signal, summed over array words and instances (netlist names)]
name / count
genblk1.R.register_dividend_out: 345
genblk1.R.register_quotient_out: 135
genblk1.R.register_divisor_out: 112
R.register_dividend_out: 23
R.register_divisor_out: 8
R.register_quotient_out: 1
[logic make-up after synthesis]
kind of cell / count (synthesis)
DFF: 624
buffers and inverters: 185
AOI/OAI and AO/OA: 358
other: 1
and+or+nand+nor: 515
xor gates and xnor gates: 155
adders and majority gates: 137
muxes: 55
[final cells by class]
| class | instances | area [µm²] |
|---|---|---|
| Fill cell | 4752 | 28500 |
| Tap cell | 696 | 871 |
| Sequential cell | 624 | 12500 |
| Multi-Input combinational cell | 1223 | 8750 |
| Clock buffer | 92 | 1880 |
| Inverter | 164 | 616 |
| Clock inverter | 21 | 240 |
| Timing Repair Buffer | 68 | 668 |
[layout by cell type (no fill, tap or decap), types with 6 or more instances in the layout]
master / n
or2_2: 7
xor2_1: 75
clkbuf_16: 66
o211ai_1: 7
fa_1: 15
clkbuf_8: 13
clkbuf_1: 13
nand4_1: 6
clkdlybuf4s50_1: 63
ha_1: 122
nand4b_1: 7
clkinv_2: 9
a211oi_1: 15
a21oi_1: 89
nor2_1: 135
o31a_1: 12
nand2_1: 103
a21o_1: 24
nor3b_1: 6
nor3_1: 63
nand3_1: 24
or4_1: 9
o21a_1: 37
mux2_2: 46
mux2i_1: 9
dfxtp_1: 624
nor2b_1: 37
xnor2_1: 80
and2_1: 6
nand2b_1: 34
nand3b_1: 11
o21ai_0: 102
or3_1: 22
o31ai_1: 14
a31oi_1: 8
nor4_1: 23
inv_1: 163
[metal layers]
layer / part of all wire, % / wire, µm
met5: 0 / 0
met4: 2.7 / 923
met3: 3.8 / 1300
met2: 49 / 16800
met1: 44 / 15000
[stage by stage]
step,hold slack [ns],worst slack (ns),std cells
CTS,0.310,8.75,2888
global placement,0.310,8.59,2775
finish,0.306,8.81,2888
global route,0.321,8.74,2888
floorplan,0.310,9.19,2032
detailed placement,0.312,8.52,2775
[where the power goes]
part | switching [W] | internal, W
sequential | 0.000288 | 0.00245
clock | 0.000735 | 0.00111
combinational | 0.000863 | 0.000897
No activity file was given, so power comes from the tool's default toggle rates.
